File: ./config.mk
export PLATFORM = sky130hd
export DESIGN_NAME = USWI16DIV
export DESIGN_NICKNAME = USWI16DIV
export VERILOG_FILES = /design/flow/design.v
export SDC_FILE = /design/flow/constraint.sdc
export NUM_CORES = 4
export LEC_CHECK = 1
export CORE_UTILIZATION = 50
File: ./constraint.sdc
current_design USWI16DIV

set clk_period 143.6
set clk_io_pct 0.2

create_clock -name clk0 -period $clk_period

set non_clock_inputs [all_inputs -no_clocks]
set_input_delay [expr $clk_period * $clk_io_pct] -clock clk0 $non_clock_inputs
set_output_delay [expr $clk_period * $clk_io_pct] -clock clk0 [all_outputs]
File: ./design.v
module USWI1WF16SHIFT(
PRO,
MULTIAI,
MULTIBF
);
parameter width_int = 1;
parameter width_frac = 16;
input [width_int-1:0] MULTIAI;
input [width_frac-1:0] MULTIBF;
output reg [width_int+width_frac-1:0] PRO;
integer i;
reg [width_int+width_frac-1:0] mai_ext;
always @ (MULTIAI or MULTIBF) begin
	mai_ext = MULTIAI<<width_frac;
	PRO = 0;
	for (i=width_frac-1; i>=0; i=i-1) begin
		PRO = MULTIBF[i]? (PRO+(mai_ext>>(width_frac-i))): PRO;
	end
end
endmodule
module USWF16WF16SHIFT(
PRO,
MULTIAF,
MULTIBF
);
parameter width_frac = 16;
input [width_frac-1:0] MULTIAF;
input [width_frac-1:0] MULTIBF;
output reg [width_frac-1:0] PRO;
integer i;
always @ (MULTIAF or MULTIBF) begin
	PRO = 0;
	for (i=width_frac-1; i>=0; i=i-1) begin
		PRO = MULTIBF[i]? (PRO+(MULTIAF>>(width_frac-i))): PRO;
	end
end
endmodule
module USWI1WF16PRO(
NRST,
CLK,
PRO,
MULTIA,
MULTIB
);
parameter width_int = 1;
parameter width_frac = 16;
input NRST;
input CLK;
input [width_int+width_frac-1:0] MULTIA;
input [width_int+width_frac-1:0] MULTIB;
output [2*width_int+width_frac-1:0] PRO;
wire [width_int-1:0] MAI;
wire [width_int-1:0] MBI;
wire [width_frac-1:0] MAF;
wire [width_frac-1:0] MBF;
wire [width_frac-1:0] PRF;
wire [2*width_int-1:0] proac;
wire [width_int+width_frac-1:0] proad;
wire [width_int+width_frac-1:0] procb;
wire [width_frac-1:0] probd;
reg [width_int-1:0] MAI_reg;
reg [width_int-1:0] MBI_reg;
reg [width_frac-1:0] MAF_reg;
reg [width_frac-1:0] MBF_reg;
reg [2*width_int-1:0] proac_reg;
reg [width_int+width_frac-1:0] proad_reg;
reg [width_int+width_frac-1:0] procb_reg;
reg [width_frac-1:0] probd_reg;
assign MAI = MULTIA[width_int+width_frac-1:width_frac];
assign MBI = MULTIB[width_int+width_frac-1:width_frac];
assign MAF = MULTIA[width_frac-1:0];
assign MBF = MULTIB[width_frac-1:0];
assign proac = MAI_reg*MBI_reg;
USWI1WF16SHIFT #(width_int, width_frac) UX1_USWI1WF16PRO_USWI1WF16SHIFT (.PRO(proad), .MULTIAI(MAI_reg), .MULTIBF(MBF_reg));
USWI1WF16SHIFT #(width_int, width_frac) UX2_USWI1WF16PRO_USWI1WF16SHIFT (.PRO(procb), .MULTIAI(MBI_reg), .MULTIBF(MAF_reg));
USWF16WF16SHIFT #(width_frac) UX1_USWI1WF16PRO_USWF16WF16SHIFT (.PRO(probd), .MULTIAF(MAF_reg), .MULTIBF(MBF_reg));
always @ (posedge CLK or negedge NRST) begin
	if (!NRST) begin
		MAI_reg <= 0;
		MBI_reg <= 0;
		MAF_reg <= 0;
		MBF_reg <= 0;
		proac_reg <= 0;
		proad_reg <= 0;
		procb_reg <= 0;
		probd_reg <= 0;
	end else begin
		MAI_reg <= MAI;
		MBI_reg <= MBI;
		MAF_reg <= MAF;
		MBF_reg <= MBF;
		proac_reg <= proac;
		proad_reg <= proad;
		procb_reg <= procb;
		probd_reg <= probd;
	end
end
assign PRO = (proac_reg<<width_frac) + proad_reg + procb_reg + probd_reg;
endmodule
module SWIWFPRO(
NRST,
CLK,
PROS,
MULTIAS,
MULTIBS
);
parameter width_int_a = 13;
parameter width_int_b = 3;
parameter width_frac = 16;
input NRST;
input CLK;
input [width_int_a+width_frac-1:0] MULTIAS;
input [width_int_b+width_frac-1:0] MULTIBS;
output [width_int_a+width_int_b+width_frac-2:0] PROS;
wire [width_int_a+width_frac-2:0] MULTIAUS;
wire [width_int_b+width_frac-2:0] MULTIBUS;
wire SA;
wire SB;
wire SP;
wire [width_int_a-2:0] MAI;
wire [width_int_b-2:0] MBI;
wire [width_frac-1:0] MAF;
wire [width_frac-1:0] MBF;
wire [width_int_a+width_int_b-3:0] proac;
wire [width_int_a+width_frac-2:0] proad;
wire [width_int_b+width_frac-2:0] procb;
wire [width_frac-1:0] probd;
wire [width_int_a+width_int_b+width_frac-3:0] prous;
reg SA_reg;
reg SB_reg;
reg SP_reg;
reg [width_int_a-2:0] MAI_reg;
reg [width_int_b-2:0] MBI_reg;
reg [width_frac-1:0] MAF_reg;
reg [width_frac-1:0] MBF_reg;
reg [width_int_a+width_int_b-3:0] proac_reg;
reg [width_int_a+width_frac-2:0] proad_reg;
reg [width_int_b+width_frac-2:0] procb_reg;
reg [width_frac-1:0] probd_reg;
assign SA = MULTIAS[width_int_a+width_frac-1];
assign SB = MULTIBS[width_int_b+width_frac-1];
assign SP = SA_reg^SB_reg;
assign MULTIAUS = SA? (~MULTIAS[width_int_a+width_frac-2:0]+1'b1): MULTIAS[width_int_a+width_frac-2:0];
assign MULTIBUS = SB? (~MULTIBS[width_int_b+width_frac-2:0]+1'b1): MULTIBS[width_int_b+width_frac-2:0];
assign MAI = MULTIAUS[width_int_a+width_frac-2:width_frac];
assign MBI = MULTIBUS[width_int_b+width_frac-2:width_frac];
assign MAF = MULTIAUS[width_frac-1:0];
assign MBF = MULTIBUS[width_frac-1:0];
assign proac = MAI_reg*MBI_reg;
USWI1WF16SHIFT #(width_int_a-1, width_frac) UX1_USWI1WF16PRO_USWI1WF16SHIFT (.PRO(proad), .MULTIAI(MAI_reg), .MULTIBF(MBF_reg));
USWI1WF16SHIFT #(width_int_b-1, width_frac) UX2_USWI1WF16PRO_USWI1WF16SHIFT (.PRO(procb), .MULTIAI(MBI_reg), .MULTIBF(MAF_reg));
USWF16WF16SHIFT #(width_frac) UX1_USWI1WF16PRO_USWF16WF16SHIFT (.PRO(probd), .MULTIAF(MAF_reg), .MULTIBF(MBF_reg));
always @ (posedge CLK or negedge NRST) begin
	if (!NRST) begin
		SA_reg <= 0;
		SB_reg <= 0;
		SP_reg <= 0;
		MAI_reg <= 0;
		MBI_reg <= 0;
		MAF_reg <= 0;
		MBF_reg <= 0;
		proac_reg <= 0;
		proad_reg <= 0;
		procb_reg <= 0;
		probd_reg <= 0;
	end else begin
		SA_reg <= SA;
		SB_reg <= SB;
		SP_reg <= SP;
		MAI_reg <= MAI;
		MBI_reg <= MBI;
		MAF_reg <= MAF;
		MBF_reg <= MBF;
		proac_reg <= proac;
		proad_reg <= proad;
		procb_reg <= procb;
		probd_reg <= probd;
	end
end
assign prous = (proac_reg<<width_frac) + proad_reg + procb_reg + probd_reg;
assign PROS = SP_reg? (~{1'b0, prous}+1'b1): {1'b0, prous};
endmodule
module USWI16DIV (
DIVA,
DIVB,
QUO,
REM
);
parameter WI = 16;
input [WI-1:0] DIVA;
input [WI-1:0] DIVB;
output [WI-1:0] QUO;  
output [WI-1:0] REM;  
integer i;
reg [2*WI-1:0] tempa;
reg [2*WI-1:0] tempb;
reg [2*WI-1:0] flag;
always @(DIVA or DIVB) begin
	tempa = {{WI{1'b0}}, DIVA};
	tempb = {DIVB, {WI{1'b0}}};
	for (i=0; i<WI; i=i+1) begin
		tempa = tempa << 1'b1;
		flag = tempa - tempb;
		if (flag[2*WI-1]) tempa = tempa;  
		else tempa = tempa - tempb + 1'b1;  
	end
end
assign QUO = tempa[WI-1:0];
assign REM = tempa[2*WI-1:WI];
endmodule
File: ./run.sh
#!/bin/bash
# OpenROAD 26Q1-2900-gdf79404cd8, Yosys 0.63+post, stock flow scripts
make -C /OpenROAD-flow-scripts/flow DESIGN_CONFIG=/design/flow/config.mk WORK_HOME=/design/flow/orfs finish
==> impl_metrics.env <==
# source this file to load flow results
export IMPL_synth_top_area_share_pct=22.9
export IMPL_gr_total_overflow=0
export IMPL_drive_gt1_share_pct=7.89
export IMPL_syn_to_final_growth_pct=8.49
export IMPL_fp_dieW_um=158
export IMPL_ctsHoldBuffers=0
export IMPL_required_ps=114880
export IMPL_crit_fanout=28
export IMPL_top_cells_by_area="ha_1, xnor2_1, a21oi_1"
export IMPL_port_buffers=64
export IMPL_use_met3_pct=0.443
export IMPL_rsz0062_at_grt="false"
export IMPL_grt_first_pass_wirelength_um=49300
export IMPL_die_h_um=158
export IMPL_final_min_clock_period_ps=118480
export IMPL_seqCellArea_um2=0
export IMPL_hold_viol=0
export IMPL_track_usage_pct=24.6
export IMPL_setup_tns_final_ps=0
export IMPL_warning_count=33
export IMPL_utilization_pct=55.9
export IMPL_first_pass_iters=5
export IMPL_crit_arrival_ps=89760
export IMPL_drt_initial_drc_count=497
export IMPL_antenna_found_initial=0
export IMPL_setup_viol=0
export IMPL_wirelength_um=29500
export IMPL_slowest_delay_ps=640
export IMPL_timing_worst_setup_path_type="in -> out"
export IMPL_hold_path_class="in -> out"
export IMPL_ys_cells=1736
export IMPL_synthesis_instances=1736
export IMPL_use_met2_pct=38.9
export IMPL_cts_setup_buffers=0
export IMPL_diodes=0
export IMPL_drv_cap=0
export IMPL_flop_count=0
export IMPL_post_cts_resized=0
export IMPL_ys_types=84
export IMPL_rows=56
export IMPL_post_drt_via_cell_ratio=5.48
export IMPL_grt_busiest_layer="met2"
export IMPL_vias=11500
export IMPL_drv_slew=0
export IMPL_slowest_stage="and2_1"
export IMPL_setup_worst_path_end_class="output port"
export IMPL_hpwl_um=23400
export IMPL_ys_area_um2=12200
export IMPL_start_kind="primary input"
export IMPL_fill_cells=2333
export IMPL_synth_seq_share_pct=0
export IMPL_n_clock_buffer=0
export IMPL_yosys_warnings=1
export IMPL_top_area_cell="ha_1"
export IMPL_fmax_ghz=0.00844
export IMPL_period_used_pct=82.5
export IMPL_core_um2=23700
export IMPL_comb_area_um2=11400
export IMPL_pin_count=64
export IMPL_drc_errors=0
export IMPL_die_area_um2=25000
export IMPL_globalplace_congestion=0.943
export IMPL_avgSynthCellArea_um2=7.03
export IMPL_worstMarginPinSlew_ps=783
export IMPL_grt_max_degree=29
export IMPL_fin_area_um2=13200
export IMPL_syn_area_um2=12200
export IMPL_crit_family="AND-OR/OR-AND gates"
export IMPL_grtUsageMet1_pct=38.2
export IMPL_placed_cell_area_um2=13200
export IMPL_crit_path_frequent_cell="o21ai_0"
export IMPL_fp_util_pct=51.6
export IMPL_grt_pass1_vias=10200
export IMPL_antenna_left=0
export IMPL_whs_ps=58350
export IMPL_crit_buf_inv=23
export IMPL_slew_headroom_pct=47.1
export IMPL_status="completed"
export IMPL_post_drt_wl_per_cell_um=14.0
==> cells by family after synthesis <==
group	count (synthesis)	synth area share, %
AOI/OAI and AO/OA	542	26.8
xor gates and xnor gates	184	13.3
adders and majority gates	239	25.4
buffers and inverters	208	6.83
muxes	98	9.33
and+or+nand+nor	465	18.4
==> worst paths after layout <==
check      to  slack, ps    start  cells after the start
min    REM[0]      58350  DIVA[0]                      4
max    REM[5]      25120  DIVB[0]                    311
==> layout by cell type (no fill, tap or decap), types with 24 or more instances in the layout <==
master and count:
nor3_1 28, nand3_1 25, xor2_1 35, buf_4 27
a21oi_1 204, o21bai_1 24, a21o_1 55, ha_1 223
inv_1 163, nor2_1 162, mux2_2 67, nand2b_1 32
o21ai_0 152, clkdlybuf4s50_1 64, nand2_1 112, xnor2_1 148
==> metal layers <==
layer | part of all wire (%) | routed length, µm
met2 | 41 | 12100
met4 | 1.5 | 444
met1 | 55 | 16200
met3 | 2.5 | 741
met5 | 0 | 0
==> per-stage QoR <==
| step | worst slack [ps] | cells |
|---|---|---|
| 2_1_floorplan | 30560 | 1736 |
| 3_3_place_gp | 25440 | 2105 |
| 3_5_place_dp | 25000 | 2105 |
| 4_1_cts | 24770 | 2105 |
| 5_1_grt | 18290 | 2105 |
| 6_report | 25120 | 2105 |
==> worst min-delay path, delay by kind of cell <==
kind | cells | cell delay, ps
buffers and inverters | 3 | 850
muxes | 1 | 60
==> cells in the mapped netlist (6+ instances only) <==
master / count
fa_1: 15
o31ai_1: 12
o21bai_1: 24
mux2_2: 67
nand3_1: 25
a21o_1: 55
nor4_1: 6
buf_2: 9
nor2_1: 162
or3_1: 9
or2_2: 7
mux2_4: 10
inv_1: 163
o21ai_1: 6
a21oi_1: 204
and3_1: 9
nand2b_1: 32
ha_1: 223
nor3_1: 28
a21boi_0: 21
nor2b_1: 23
and2_1: 23
clkbuf_1: 19
a211oi_1: 8
o21ai_0: 152
buf_1: 7
xnor2_1: 148
mux2_1: 9
o211ai_1: 8
nand2_1: 112
xor2_1: 35
mux2i_1: 11
==> cell type report <==
type	count	area share, %
well taps	319	3.01
repair buffers	91	6.37
multi-input cells	1528	85.9
inverters	167	4.73
